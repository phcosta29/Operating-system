`/design/flow/config.mk`:
```
export PLATFORM = sky130hd
export DESIGN_NAME = memoriainstrucao
export DESIGN_NICKNAME = memoriainstrucao
export VERILOG_FILES = /design/flow/design.v
export SDC_FILE = /design/flow/constraint.sdc
export NUM_CORES = 4
export LEC_CHECK = 1
export CORE_UTILIZATION = 40
export SYNTH_MEMORY_MAX_BITS = 65536
```
`/design/flow/constraint.sdc`:
```
current_design memoriainstrucao

set clk_period 50.6
set clk_io_pct 0.2

create_clock -name clk0 -period $clk_period [get_ports {clk}]

set non_clock_inputs [all_inputs -no_clocks]
set_input_delay [expr $clk_period * $clk_io_pct] -clock clk0 $non_clock_inputs
set_output_delay [expr $clk_period * $clk_io_pct] -clock clk0 [all_outputs]
```
`/design/flow/design.v`:
```
module memoriainstrucao(
	input [15:0]pc,
	input [9:0]processo,
	input clk,
	input [9:0]hd_set,
	input [31:0]instrucao_entrada,
	input [1:0]controle_instr,
	output [31:0]instrucao_saida
);
	reg[31:0]mem_instrucao[4:0][63:0];
	reg[15:0]end_memoria=16'b0000000000000001;
	reg[15:0]pos_atual=16'b0000000000000000;
always@(posedge clk)
begin
	if(controle_instr==2'b00)
		mem_instrucao[0][16'b0000000000000001]=32'b11001000000000100000000000000010;
		mem_instrucao[0][16'b0000000000000010]=32'b11010000000000100000000000000000;
	if(controle_instr==2'b01)
	begin
		mem_instrucao[hd_set][end_memoria]=instrucao_entrada;
		end_memoria = end_memoria + 16'b0000000000000001;
	end
	else
		end_memoria=16'b0000000000000001;
end  
	assign instrucao_saida=mem_instrucao[processo][pc[15:0]];
endmodule
```
`/design/flow/run.sh`:
```
#!/bin/bash
# OpenROAD 26Q1-2900-gdf79404cd8, Yosys 0.63+post, stock flow scripts
make -C /OpenROAD-flow-scripts/flow DESIGN_CONFIG=/design/flow/config.mk WORK_HOME=/design/flow/orfs finish
```
==> run notes <==
Implementation results

The clock H-tree reported by CTS has 6 levels. Per the detailed placement report, the placed cell area equals 0.416 mm². The largest non-sequential cell family by area is multiplexers. The share of the cycle needed by the critical path after routing is 57.6%. The first TritonRoute pass finished after 5 iterations.

The first global-routing pass estimated 1670000 µm of wire. Post-CTS timing repair inserted 0 buffers for setup. The critical path required time is 40.48 ns.

Summing the sequential cell areas from Yosys gives 78.3% of the chip area. After synthesis, the largest area contributor takes up 78.1% of total cell area. The DRC violation total left in the routed layout is recorded as 0. The slew at the pin closest to its max-slew limit is 1.51 ns. The via-per-instance ratio is 5.86. The fmax is 0.0343 GHz. In this run, the synthesized area fraction spent on AND-OR/OR-AND gates is recorded as 2.94%. The flow reported a cell area power density of 39.0 mW/mm². For the final database, setup skew stands at 0.0935 ns. Headroom to the max-slew limit came out at -1.67%. The clock slew at the register clock pins of the worst setup and hold paths is 0.06 ns.

The number of gates given a new drive strength after cts is 0. Counting flops and latches in the post-synthesis netlist gives 10200. The total routing resource utilization after global routing is 27.5%.

The number of warnings issued by yosys is 1. The wire length after detailed routing is 1230000 µm. On the critical path the data arrives at 19.03 ns.

The number of hold buffers added after CTS was 0. The final design area excluding fillers is 0.447 mm². The post-synthesis average cell area is 22.4 µm². The post-route antenna net violation count is 0. The simple-gate area share of the yosys netlist is 1.59%. The script logs the mean routed wire length per placed instance as 37.3 µm. The yosys cell count is 17600. The flow measured a signed area growth from synthesis to layout of 13.9%. The number of core rows is 363. The biggest area consumer among synthesized cells is sky130_fd_sc_hd__edfxtp_1.

For reference, the final report shows the hold violation count at 0. The CTS report gives the tree buffer count as 981. The layout cell share with drive strength beyond 1 is 27.2%. The number of clock sinks is 10200.

Across all stage logs, warnings added up to 64. The master cell of the clock root buffer is sky130_fd_sc_hd__clkbuf_16. The worst setup path is launched from an input pin.

The class of the tightest hold or removal check is reg2reg. Counting instances in the post-synthesis netlist gives the leading cell types as sky130_fd_sc_hd__edfxtp_1, sky130_fd_sc_hd__mux4_2, sky130_fd_sc_hd__mux2i_1. The area share of xor/xnor cells in the synthesized design is 0.0338%. Looking at the setup timing report, the critical path kind is in2out. After synthesis the cells add up to 0.392 mm².

Per the OpenROAD floorplan log, the area of the die is 0.985 mm². The via count of the first global-routing pass is 208000. The worst-case IR drop observed on VDD is 0.0000321 V. The initial antenna violation count is 128. The adder-cell share of the synthesized area is 0.0319%. Overall power consumption after layout is estimated at 0.0175 W.

Counting flops with an async set or reset pin after synthesis yields a share of 0%. The total overflow reported by the global router is 0. Pins over their slew limit in the final report were tallied at 2. The flip-flop cell with the highest count after synthesis is sky130_fd_sc_hd__edfxtp_1. After the first detailed-routing iteration, the DRC count stood at 14500. The report shows a maximum critical-path fanout of 40. The instance tally after logic synthesis is 17600. The final sum of negative setup slack is 0 ns. The capturing element type of the critical path is an output port. The die outline width is 992 µm. The vertical die dimension reported for this design is 992 µm. Summed over all nets, the half-perimeter wirelength after detailed placement is 746000 µm. For this design the static power due to leakage is 141 nW. Among all cell types in the netlist, the one instantiated most often is sky130_fd_sc_hd__edfxtp_1. The checks that failed: capacitance limit, slew limit. The mux contribution to synthesized area is 15.4%. Entering global routing, the biggest net connects 109 pins. Before placement the cells fill 40.1% of the core. The number of buffers on the longest clock path is 5. The clock tree from TritonCTS is yes.

The placed cell count is 30800. The insertion delay to the later sink of the worst-skew pair is 1.16 ns. The post-synth tally of flip-flops with integrated enable is 10200.

The region available for standard cell placement spans 0.977 mm². The total vias in the final route is 193000. The netlist uses 81 different library cells. Setup repair after global routing left no endpoint under its margin. The congestion estimate from routability-driven global placement came to 0.955. The routed design could run at a clock period as short as 29.15 ns. Per the run summary, max-cap violations total 1.

103 I/O pins were placed. Leaving out filler cells and counting taps, the final layout contains 32900. The synthesis report lists the most area-consuming cells as sky130_fd_sc_hd__edfxtp_1, sky130_fd_sc_hd__mux4_2, sky130_fd_sc_hd__mux2i_1. The final setup violation count is 0. The run finished, with violations left.

Per the placement log, port buffering inserted 81 buffers. The area recorded from the Yosys report for this design is 0.392 mm².
## layout make-up
class | count | area (µm²)
diodes | 292 | 731
clock buffers | 1224 | 25800
clock inverters | 526 | 4360
fillers | 79300 | 530000
inverters | 13 | 63.8
multi-input cells | 6261 | 81800
flip-flops and latches | 10200 | 307000
well taps | 13000 | 16200
repair buffers | 1335 | 10600
## layer usage
layer | share of wire (%) | global-route usage [%] | vias up
met2 | 44 | 37.1 | 14900
li1 | - | - | 77800
met4 | 5.5 | 11.4 | 164
met3 | 23 | 27.7 | 2485
met5 | 0.67 | 9.17 | -
met1 | 27 | 27.1 | 97300
## final timing paths
check	endpoint	depth (start not counted)	slack, ns	startpoint
min reg2reg	mem_instrucao[317][13]	2	0.46	mem_instrucao[317][13]
min	mem_instrucao[317][13]	2	0.46	mem_instrucao[317][13]
max	instrucao_saida[3]	16	21.45	pc[0]
max reg2reg	mem_instrucao[152][2]	6	46.64	end_memoria[0]
## report_power, final
| group | switching (W) | leakage (nW) | total (W) | internal [W] |
|---|---|---|---|---|
| Clock | 0.00309 | 14.7 | 0.00705 | 0.00395 |
| Combinational | 0.000773 | 31.9 | 0.00111 | 0.000335 |
| Sequential | 0.00000127 | 93.9 | 0.00930 | 0.00930 |
## critical path, stage by stage
cell	delay, ns
sky130_fd_sc_hd__buf_16	0.30
sky130_fd_sc_hd__buf_4	0.60
sky130_fd_sc_hd__buf_4	0.53
sky130_fd_sc_hd__buf_4	0.46
sky130_fd_sc_hd__buf_4	0.50
sky130_fd_sc_hd__buf_4	0.57
sky130_fd_sc_hd__buf_4	0.67
sky130_fd_sc_hd__buf_4	0.58
sky130_fd_sc_hd__buf_4	0.55
sky130_fd_sc_hd__mux4_2	0.57
sky130_fd_sc_hd__mux4_2	0.53
sky130_fd_sc_hd__o22ai_2	0.99
sky130_fd_sc_hd__or4_1	0.30
sky130_fd_sc_hd__nand3_1	0.66
sky130_fd_sc_hd__buf_4	0.39
sky130_fd_sc_hd__clkdlybuf4s50_1	0.40
## through the flow
stage          util [%]  hold WS (ns)  setup slack, ns
5_1_grt            45.7         0.475            20.88
6_report           45.7         0.457            21.45
4_1_cts            45.7         0.460            21.56
3_3_place_gp       42.6         0.436            21.62
2_1_floorplan         -         0.430            27.83
3_5_place_dp       42.6         0.446            21.56
## state kept, by name, summed over array words and instances (netlist names)
name	cells
end_memoria	9
mem_instrucao	10240
## cell families after synthesis
logic type               count (synthesis)
AND-OR/OR-AND                         1652
XOR/XNOR                                12
adder cells (fa/ha/maj)                 10
buffers and inverters                 1046
flip-flops                           10200
multiplexers                          3202
AND/OR/NAND/NOR                       1385
## layout by cell type, fill, tap and decap left out, drive strengths merged, types with 292 or more instances in the layout
cell type	synthesis	final
buf	652	1260
clkbuf	381	1224
clkinv	1	418
diode	0	292
edfxtp	10200	10200
mux2i	905	905
mux4	2270	2270
nand2	372	372
nor2	558	558
o22ai	447	447
Power figures rest on the tool's default switching activity, not on a simulated workload.
