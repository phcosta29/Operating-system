===== design/flow/design.v =====
module BCD(
	input [15:0]binario,
	output reg [3:0] dezenademilhar,
	output reg [3:0] milhar,
	output reg [3:0] centena,
	output reg [3:0] dezena,
	output reg [3:0] unidade
);
integer i;
always@(binario)
begin
	dezenademilhar=4'd0;
	milhar=4'd0;
	centena=4'd0;
	dezena=4'd0;
	unidade=4'd0;
	for(i=15;i>=0;i=i-1)
	begin
		if(dezenademilhar>=5)
			dezenademilhar=dezenademilhar+3;
		if(milhar>=5)
			milhar=milhar+3;
		if(centena>=5)
			centena=centena+3;
		if(dezena>=5)
			dezena=dezena+3;
		if(unidade>=5)
			unidade=unidade+3;
		dezenademilhar=dezenademilhar<<1;
		dezenademilhar[0]=milhar[3];
		milhar=milhar<<1;
		milhar[0]=centena[3];
		centena=centena<<1;
		centena[0]=dezena[3];
		dezena=dezena<<1;
		dezena[0]=unidade[3];
		unidade=unidade<<1;
		unidade[0]=binario[i];
	end
end
endmodule

===== design/flow/run.sh =====
#!/bin/bash
# OpenROAD 26Q1-2900-gdf79404cd8, Yosys 0.63+post, stock flow scripts
make -C /OpenROAD-flow-scripts/flow DESIGN_CONFIG=/design/flow/config.mk WORK_HOME=/design/flow/orfs finish

===== design/flow/config.mk =====
export PLATFORM = sky130hd
export DESIGN_NAME = BCD
export DESIGN_NICKNAME = BCD
export VERILOG_FILES = /design/flow/design.v
export SDC_FILE = /design/flow/constraint.sdc
export NUM_CORES = 4
export LEC_CHECK = 1
export CORE_UTILIZATION = 40

===== design/flow/constraint.sdc =====
current_design BCD

set clk_period 15.5
set clk_io_pct 0.2

create_clock -name clk0 -period $clk_period

set non_clock_inputs [all_inputs -no_clocks]
set_input_delay [expr $clk_period * $clk_io_pct] -clock clk0 $non_clock_inputs
set_output_delay [expr $clk_period * $clk_io_pct] -clock clk0 [all_outputs]

==> flow_summary.yaml <==
# implementation run metrics
route:
  wl_met2_um: 5669
  drc: 0
  firstDrtPassIters: 6
  avgRoutedWirePerCell_um: 12.70
  antennaDiodeCount: 0
  wl_um: 12180
  top_layer_used: "met4"
  drt_iter0_markers: 279
  routedLengthMet1_um: 6189
  avgViaCountPerCell: 5.870
  dr_total_vias: 5629
  ant_nets: 0
  wl_met3_um: 302
cells_and_area:
  fill_cells: 1022
  design_area_mm2: 0.006649
  syn2layout_area_growth_pct: 34.80
  regArea_um2: 0
  layout-drive-gt1-share_pct: 33.13
  n_clock_buffer: 0
  flops: 0
logic_synthesis:
  netlist_area_mm2: 0.004932
  synth_area_leader_cell: "ha_1"
  ys_seq_share_pct: 0
  ys_types: 111
  syn_inst: 707
  yosys_cells: 707
  top_cells_by_area: "ha_1 7.6%, a21oi_1 5.4%, nand2_1 3.9%, nor2_1 3.8%, mux2i_1 3.7%"
  synthDominantCellAreaShare_pct: 7.610
  ys_chip_area_mm2: 0.004932
  ys_top_cells_by_count: "53 x a21oi_1, 51 x nand2_1, 50 x nor2_1"
  synth_warnings: 1
  postSynthAreaPerCell_um2: 6.976
  yosysMostFrequentCell: "a21oi_1"
setup_path:
  critPathCapture: "dezena[1]"
  critPathCaptureType: "output pin"
  worstSetupStartpointType: "primary input"
  cp.required_ns: 12.40
  path_delay_family: "AND-OR/OR-AND gates"
  path_depth: 53
  path_class: "primary input to output pin"
  slowest_delay_ns: 0.50
  crit_buf_inv: 10
  slowest_stage: "clkdlybuf4s50_1"
  critPathArrivalTime_ns: 11.88
  cp_max_fo: 6
  cpMostUsedCell: "ha_2"
  crit_start: "binario[15]"
floorplanning:
  die_w_um: 113.0
  core-area_mm2: 0.01201
  io_pins: 36
  fp_util_pct: 41.06
  die_height_um: 113.0
  num_rows: 40
  dieArea_mm2: 0.01278
grt:
  antenna_found_initial: 0
  grt_pass1_vias: 4885
  grt_usage_pct: 18.18
  grt.overflow.total: 0
  grt_max_degree: 23
  grt_pass1_wl_um: 20530
place:
  placed_area_mm2: 0.005918
  place.gp.congestion: 0.8820
  dp_hpwl_um: 8849
  pre_cts_ws_ns: -0.1342
  io_buffers: 34
final_timing:
  hold_viol_final: 0
  setup_ws_ns: 0.5233
  period_needed_ns: 14.98
  finalClockPeriodUsage_pct: 96.62
  tightest_slew_ns: 0.6804
  slew_headroom_pct: 54.50
  max_freq_mhz: 66.77
  whs_ns: 6.200
  fin_setup_tns_ns: 0
  setup-violations-final: 0
  maxSlewViolCount: 0
min_path:
  hp-class: "primary input to output pin"
job:
  cap_violations: 0
  warnings: 36
outcome:
  outcome: "finished clean"
cts:
  hold_buffers: 0
[placed cells by master (no fill, tap or decap), types with 14 or more instances in the layout]
| cell | n |
|---|---|
| clkdlybuf4s50_1 | 30 |
| o21ai_1 | 14 |
| o21ai_0 | 29 |
| o211ai_1 | 15 |
| ha_2 | 16 |
| nand2_1 | 50 |
| nand3_1 | 24 |
| buf_4 | 109 |
| nor3_1 | 25 |
| a21o_1 | 18 |
| inv_1 | 36 |
| nor2_1 | 49 |
| a21oi_1 | 42 |
[repair_timing]
action / 4_1_cts / 5_1_grt
pin swaps: 5 / 45
endpoints found under the hold margin: 0 / 0
buffers inserted: 4 / 20
resized: 19 / 99
endpoints found under the setup margin: 13 / 15
[layout make-up]
cell class,instances,area (µm²),share of cell area (%)
multi-input cells,619,5091,76.57
repair buffers,145,1191,17.91
well taps,147,183.9,2.766
inverters,48,182.7,2.747
[layer usage]
layer	global-route usage [%]	vias to the layer above
met5	0	-
met4	1.316	0
met3	0.3821	2
met2	32.07	92
met1	25.99	2600
li1	-	2935
[cells by family (layout without fill, tap and decap cells)]
| group | after synthesis | in the layout | share of synthesized area (%) |
|---|---|---|---|
| AOI/OAI and AO/OA | 278 | 278 | 42.92 |
| and+or+nand+nor | 243 | 243 | 25.82 |
| xor gates and xnor gates | 32 | 32 | 7.255 |
| muxes | 36 | 36 | 8.803 |
| buffers and inverters | 88 | 193 | 7.585 |
| adders and majority gates | 30 | 30 | 7.610 |
[worst min path at each step]
stage | start | endpoint | slack [ns] | depth (start not counted)
4_1_cts | binario[0] | unidade[0] | 6.20 | 0
5_1_grt | binario[0] | unidade[0] | 6.20 | 0
6_report | binario[0] | unidade[0] | 6.20 | 0
[per-stage QoR]
stage | cells | util [%]
floorplan | 707 | -
global placement | 935 | 49.27
detailed placement | 935 | 49.27
CTS | 939 | 50.24
global route | 959 | 55.35
finish | 959 | 55.35
