==> design.v <==
module bancoderegistradores(
	input [2:0]controle_registradores,
	input [4:0]endereco_registrador1,
	input [4:0]endereco_registrador2,
	input [4:0]endereco_registrador3,
	input [15:0]ula,
	input [15:0]valor,
	input [15:0]registrador_memoria,
	input clk,
	input [15:0]dado,
	output [15:0]valor1,
	output [15:0]valor2,
	output [15:0]store
);
	reg[15:0]registradores[31:0];
always@(posedge clk)
begin
	case(controle_registradores)
	3'b000:  
		registradores[endereco_registrador1]=ula;
	3'b001:  
		registradores[endereco_registrador1]=ula;
	3'b010:  
		registradores[endereco_registrador1]=registrador_memoria;
	3'b011:  
		registradores[endereco_registrador1]=valor;
	3'b100:  
		registradores[endereco_registrador1]=dado;
	default: registradores[endereco_registrador1] = registradores[endereco_registrador1];
	endcase
end
	assign 	store=registradores[endereco_registrador1];
	assign 	valor1=registradores[endereco_registrador2];
	assign   valor2=registradores[endereco_registrador3];
endmodule
==> run.sh <==
#!/bin/bash
# OpenROAD 26Q1-2900-gdf79404cd8, Yosys 0.63+post, stock flow scripts
make -C /OpenROAD-flow-scripts/flow DESIGN_CONFIG=/design/flow/config.mk WORK_HOME=/design/flow/orfs finish
==> config.mk <==
export PLATFORM = sky130hd
export DESIGN_NAME = bancoderegistradores
export DESIGN_NICKNAME = bancoderegistradores
export VERILOG_FILES = /design/flow/design.v
export SDC_FILE = /design/flow/constraint.sdc
export NUM_CORES = 4
export LEC_CHECK = 1
export CORE_UTILIZATION = 30
==> constraint.sdc <==
current_design bancoderegistradores

set clk_period 10.0
set clk_io_pct 0.2

create_clock -name clk0 -period $clk_period [get_ports {clk}]

set non_clock_inputs [all_inputs -no_clocks]
set_input_delay [expr $clk_period * $clk_io_pct] -clock clk0 $non_clock_inputs
set_output_delay [expr $clk_period * $clk_io_pct] -clock clk0 [all_outputs]
==> metrics.cfg <==
[outcome]
status = completed

[timing]
fmax_mhz = 115.0
finalCritPeriodShare_pct = 86.98
slew_violations = 0
setup_tns_ps = 0
rsz0062_at_grt = no
fin_skew_ps = 33.20
hold_violations = 0
period_minus_slack_ps = 8698
worstMarginPinSlew_ps = 1471
setup_viol = 0
maxSlewHeadroom_pct = 1.596

[setup_path]
critical_path.startpoint_type = primary input
cp.required_ps = 8000
critPathMaxFanout = 32
criticalPathCategory = primary input to output pin
arrival_ps = 6700
cp-end-kind = output pin

[run]
max-cap-violations = 0
tool_warnings = 25

[synthesis]
async_reset_ff_share_pct = 0
yosysTopAreaCellShare_pct = 56.28
ys_chip_area_um2 = 27320
yosys_cells = 2405
area_leaders = edfxtp_1 56%, a22oi_1 12%, nand4_1 2.4%, nor2_1 2.4%, nand3_1 2.3%
ys_warn_count = 2
top_area_cell = edfxtp_1
synth_flop_count = 512
edf_count = 512
ys.flop_type = edfxtp_1
syn-cell-area_um2 = 27320
avgSynthCellArea_um2 = 11.36
synth_cells = 2405
yosysSeqAreaShare_pct = 56.28
synth.distinct_cells = 74

[global_route]
grt_pass1_wl_um = 294600
grtUsageTotal_pct = 51.88
overflow = 0
antenna_found_initial = 25
first_global_vias = 28798
grt_max_degree = 57

[placement]
dp_hpwl_um = 160200
place_inst = 3795
placed_area_um2 = 31860
io_buffers = 130
place.gp.congestion = 1.118

[routing]
wl_met2_um = 89710
top_layer = met5
drtIter0Drc = 4505
wl_per_cell_um = 58.53
drc = 0
vias_per_cell = 7.535
via_count = 29688
drtAntennaViolNets = 0
drt-met1-wl_um = 77770
routed_wl_um = 230600
route.met3.wl_um = 41570
first_pass_iters = 9

[power_and_ir_drop]
p_total_uw = 5825
power.leakage_uw = 0.01139
irDropWorstVdd_uv = 151.5
power_density_nw_per_um2 = 170.8

[clock_tree]
max-clock-path-buffers = 3
clock_latency_ps = 720
cts_root_buf = clkbuf_16
postCtsSetupBuffers = 0
cts-hold-fix-buffers = 0
htreeDepth = 2
cts_buffers = 60
clock_sinks = 512
tritoncts = done
clk_pin_slew_worst_paths_ps = 70
cts_resized = 0

[cells_and_area]
syn_to_final_growth_pct = 24.84
logic_area_um2 = 11560
seq_area_um2 = 15370
drive_above_1_share_pct = 18.40
largest_register_ffs = 512
design_area_um2 = 34110
n_fill_cell = 8751
stdcell_count = 3940

[min_path]
hold_class = register to register

[floorplan]
chipWidth_um = 303.8
boundaryPins = 131
num_rows = 110
core_area_um2 = 90150
die.size.y_um = 303.8
die_area_um2 = 92270
fp-utilization_pct = 30.30

## stage by stage
stage / hold slack (ps) / utilization [%] / setup WS (ps)
after CTS: 1118 / 37.73 / 1463
after global routing: 1189 / 37.75 / 1573
after detailed placement: 1111 / 35.34 / 1493
after global placement: 1093 / 35.33 / 1480
after floorplan: 1090 / - / 3678
final: 1121 / 37.83 / 1302
## path summary, 6_finish.rpt
kind	startpoint	endpoint	slack [ps]	depth (start not counted)
worst max-delay path	endereco_registrador2[1]	valor1[14]	1300	10
worst min-delay path	registradores[0][8]	registradores[17][8]	1120	3
worst max register to register	registradores[13][4]	registradores[24][4]	6900	7
worst min register to register	registradores[0][8]	registradores[17][8]	1120	3
## cell usage after synthesis, drive strengths merged, types with 43 or more instances
library cell / n
clkbuf: 149
mux2i: 43
nand3: 126
nand4: 105
nand2: 106
edfxtp: 512
nor3: 48
a22o: 47
and3: 93
a22oi: 431
a21oi: 60
nor2: 174
## critical path: stages
cell             delay, ps
clkdlybuf4s50_1        460
buf_4                  600
nand2b_1               710
nor3_2                1330
buf_4                  440
a22oi_1                100
o21ai_0                140
nor4_1                 100
a31oi_1                180
clkdlybuf4s50_1        580
## cell usage in the layout (no fill, tap or decap), types with 43 or more instances in the layout
master / instances
a21oi_1: 58
a22o_1: 47
a22oi_1: 431
and3_1: 91
buf_4: 268
clkbuf_16: 61
clkdlybuf4s50_1: 120
edfxtp_1: 512
mux2i_1: 43
nand2_1: 106
nand3_1: 125
nand4_1: 105
nor2_1: 111
## layout make-up
cell class	count	share of cell area, %
antenna	35	0.2568
clock inverter	44	1.805
tap	1176	4.314
multi-input combinational	1685	33.89
clock buffer	66	4.531
sequential	512	45.08
timing repair buffer	404	9.920
inverter	18	0.1981
## power by group
group / internal [µW] / switching, µW / total [µW]
clock: 1460 / 1040 / 2500
combinational: 244 / 587 / 831
sequential: 2460 / 40.0 / 2500
total: 4160 / 1660 / 5820
## metal layers
metal | GRT usage [%] | up-vias
li1 | - | 10628
met1 | 61.68 | 14656
met2 | 65.68 | 3300
met3 | 37.41 | 1072
met4 | 35.40 | 32
met5 | 2.584 | -
## cells by family (layout without fill, tap and decap cells)
logic type             after synthesis  count (layout)  share of synthesized area [%]
AOI/OAI and AO/OA                  827             827                          22.84
and+or+nand+nor                    801             801                          15.56
other                                0              35                              0
DFF                                512             512                          56.28
buffers and inverters              208             532                          3.082
muxes                               57              57                          2.235
Power and IR drop assume default switching activity.
